`run.sh`:
```
#!/bin/bash
# OpenROAD 26Q1-2900-gdf79404cd8, Yosys 0.63+post, stock flow scripts
make -C /OpenROAD-flow-scripts/flow DESIGN_CONFIG=/design/flow/config.mk WORK_HOME=/design/flow/orfs finish
```
`config.mk`:
```
export PLATFORM = sky130hd
export DESIGN_NAME = divui
export DESIGN_NICKNAME = divui
export VERILOG_FILES = /design/flow/design.v
export SDC_FILE = /design/flow/constraint.sdc
export NUM_CORES = 4
export LEC_CHECK = 1
export CORE_UTILIZATION = 30
```
`constraint.sdc`:
```
current_design divui

set clk_period 525.0
set clk_io_pct 0.2

create_clock -name clk0 -period $clk_period [get_ports {clk}]

set non_clock_inputs [all_inputs -no_clocks]
set_input_delay [expr $clk_period * $clk_io_pct] -clock clk0 $non_clock_inputs
set_output_delay [expr $clk_period * $clk_io_pct] -clock clk0 [all_outputs]
```
`design.v`:
```
`timescale 1ns/1ps
module divui #(
  parameter DATA_TYPE = 32
)(
  input  clk,
  input  rst,
  input  [DATA_TYPE - 1 : 0] lhs,
  input  lhs_valid,
  input  [DATA_TYPE - 1 : 0] rhs,
  input  rhs_valid,
  input  result_ready,
  output [DATA_TYPE - 1 : 0] result,
  output result_valid,
  output lhs_ready,
  output rhs_ready
);
  wire join_valid;
  wire oehb_ready;
  wire buff_valid;
  join_type #(
    .SIZE(2)
  ) join_inputs (
    .ins_valid ({rhs_valid, lhs_valid}),
    .outs_ready (oehb_ready),
    .ins_ready ({rhs_ready, lhs_ready}),
    .outs_valid (join_valid)
  );
  divui_vitis_hls_wrapper ip (
      .clk(clk),
      .reset(rst),
      .din0(lhs),
      .din1(rhs),
      .ce(oehb_ready),
      .dout(result)
  );
  oehb_dataless oehb_inst (
    .clk(clk),
    .rst(rst),
    .ins_valid(buff_valid),
    .ins_ready(oehb_ready),
    .outs_valid(result_valid),
    .outs_ready(result_ready)
  ); 
  delay_buffer #(
    .SIZE(34)
  ) buff (
    .clk(clk),
    .rst(rst),
    .valid_in(join_valid),
    .ready_in(oehb_ready),
    .valid_out(buff_valid)
  );
endmodule
module divui_vitis_hls_wrapper(
    input  wire clk,
    input  wire reset,
    input  wire ce,
    input  wire [31:0] din0,
    input  wire [31:0] din1,
    output wire [31:0] dout
);
    wire [31:0] sig_remd;
    dynamatic_units_6ns_udiv_32ns_32ns_32_36_1_div #(
        .in0_WIDTH(32),
        .in1_WIDTH(32),
        .out_WIDTH(32)
    ) div_inst (
        .clk(clk),
        .reset(reset),
        .ce(ce),
        .dividend(din0),
        .divisor(din1),
        .quot(dout),
        .remd(sig_remd)
    );
endmodule
module dynamatic_units_6ns_udiv_32ns_32ns_32_36_1_div #(
    parameter in0_WIDTH = 32,
    parameter in1_WIDTH = 32,
    parameter out_WIDTH = 32
)(
    input  wire clk,
    input  wire reset,
    input  wire ce,
    input  wire [in0_WIDTH-1:0] dividend,
    input  wire [in1_WIDTH-1:0] divisor,
    output reg  [out_WIDTH-1:0] quot,
    output reg  [out_WIDTH-1:0] remd
);
    wire [out_WIDTH-1:0] quot_u;
    wire [out_WIDTH-1:0] remd_u;
    reg  [in0_WIDTH-1:0] dividend0;
    reg  [in1_WIDTH-1:0] divisor0;
    dynamatic_units_6ns_udiv_32ns_32ns_32_36_1_div_u #(
        .in0_WIDTH(in0_WIDTH),
        .in1_WIDTH(in1_WIDTH),
        .out_WIDTH(out_WIDTH)
    ) u_div (
        .clk(clk),
        .reset(reset),
        .ce(ce),
        .dividend(dividend0),
        .divisor(divisor0),
        .quot(quot_u),
        .remd(remd_u)
    );
    always @(posedge clk) begin
        if (ce) begin
            dividend0 <= dividend;
            divisor0  <= divisor;
        end
    end
    always @(posedge clk) begin
        if (ce) begin
            quot <= quot_u;
            remd <= remd_u;
        end
    end
endmodule
module dynamatic_units_6ns_udiv_32ns_32ns_32_36_1_div_u #(
    parameter in0_WIDTH = 32,
    parameter in1_WIDTH = 32,
    parameter out_WIDTH = 32
)(
    input  wire clk,
    input  wire reset,
    input  wire ce,
    input  wire [in0_WIDTH-1:0] dividend,
    input  wire [in1_WIDTH-1:0] divisor,
    output wire [out_WIDTH-1:0] quot,
    output wire [out_WIDTH-1:0] remd
);
    localparam cal_WIDTH = (in0_WIDTH > in1_WIDTH) ? in0_WIDTH : in1_WIDTH;
    reg [in0_WIDTH-1:0] dividend_tmp [0:in0_WIDTH];
    reg [in1_WIDTH-1:0] divisor_tmp  [0:in0_WIDTH];
    reg [in0_WIDTH-1:0] remd_tmp     [0:in0_WIDTH];
    wire [in0_WIDTH-1:0] comb_tmp    [0:in0_WIDTH-1];
    wire [cal_WIDTH:0]   cal_tmp     [0:in0_WIDTH-1];
    assign quot = dividend_tmp[in0_WIDTH][out_WIDTH-1:0];
    assign remd = remd_tmp[in0_WIDTH][out_WIDTH-1:0];
    always @(posedge clk) begin
        if (ce) begin
            dividend_tmp[0] <= dividend;
            divisor_tmp[0]  <= divisor;
            remd_tmp[0] <= {in0_WIDTH{1'b0}};
        end
    end
    genvar i;
    generate
        for (i = 0; i < in0_WIDTH; i = i + 1) begin : run_proc
            assign comb_tmp[i] = { remd_tmp[i][in0_WIDTH-2:0], dividend_tmp[i][in0_WIDTH-1] };
            assign cal_tmp[i]  = {1'b0, comb_tmp[i]} - {1'b0, divisor_tmp[i]};
            always @(posedge clk) begin
                if (ce) begin
                    dividend_tmp[i+1] <= { dividend_tmp[i][in0_WIDTH-2:0], ~cal_tmp[i][cal_WIDTH] };
                    divisor_tmp[i+1]  <= divisor_tmp[i];
                    if (cal_tmp[i][cal_WIDTH])
                        remd_tmp[i+1] <= comb_tmp[i];
                    else
                        remd_tmp[i+1] <= cal_tmp[i][in0_WIDTH-1:0];
                end
            end
        end
    endgenerate
endmodule
`timescale 1ns/1ps
module oehb_dataless (
  input  clk,
  input  rst,
  input  ins_valid,
  output ins_ready,
  output outs_valid,
  input  outs_ready
);
  reg outputValid = 0;
  always @(posedge clk) begin
    if (rst) begin
      outputValid <= 0;
    end else begin
      outputValid <= ins_valid | (~outs_ready & outputValid);
    end
  end
  assign ins_ready = ~outputValid | outs_ready;
  assign outs_valid = outputValid;
endmodule
`timescale 1ns/1ps
module join_type #(
	parameter SIZE = 2  
)(
	input [SIZE - 1 : 0] ins_valid,
	input outs_ready,
	output reg  [SIZE - 1 : 0] ins_ready = 0,
	output outs_valid
);
	assign outs_valid = &ins_valid;  
	reg [SIZE - 1 : 0] singleValid = 0;
	integer i, j;
	always @(*)begin
		for (i = 0; i < SIZE; i = i + 1) begin
			singleValid[i] = 1;
			for (j = 0; j < SIZE; j = j + 1)
				if (i != j)
					singleValid[i] = singleValid[i] & ins_valid[j];
		end
		for (i = 0; i < SIZE; i = i + 1) begin
			ins_ready[i] = singleValid[i] & outs_ready;
		end
	end
endmodule
`timescale 1ns/1ps
module delay_buffer #(
  parameter SIZE = 32
) (
  input  clk,
  input  rst,
  input  valid_in,
  input  ready_in,
  output valid_out
);
  integer i;
  reg [SIZE - 1 : 0] regs = 0;
  always @(posedge clk) begin
    if (rst)
      regs[0] <= 0;
    else if (ready_in)
      regs[0] <= valid_in;
  end
  always @(posedge clk) begin
    if (rst) begin
      for (i = 1; i < SIZE; i = i + 1) begin
        regs[i] <= 0;
      end
    end else if (ready_in) begin
      for (i = 1; i < SIZE; i = i + 1) begin
        regs[i] <= regs[i - 1];
      end
    end
  end
  assign valid_out = regs[SIZE - 1];
endmodule
```
==> qor.csv <==
stage;metric;value;unit
sta;Tcrit/Tclk final;40.5;%
finish;Synth-to-Final Area Change;13.6;%
clock_network;TritonCTS clock tree;built;
finish;Filler cells;48600;
drt;remaining antenna violation count;0;
clock_network;clock tree root buffer cell;sky130_fd_sc_hd__clkbuf_16;
synthesis;number of enable flip-flop cells;3137;
power_and_ir_drop;Power Dens Cells;5.83;nW/µm²
synthesis;count of different cell masters after synthesis;88;
worst_hold_path;type of the most critical hold path;reg -> reg;
synthesis;count of yosys warnings during synthesis;8;
critical_path;kind of launch point of the worst setup path;input pin;
placement;gp weighted congestion;0.929;
drt;number of DRC markers in iteration 0;4327;
sta;final total negative setup slack;0;ps
grt;global router's overall resource usage;10.6;%
drt;aggregate routed wire length;263;mm
clock_network;hold buffer count at CTS;0;
grt;via count of the first global-routing pass;87000;
sta;RSZ-0062 raised after global routing;no;
sta;Pins Over Slew Limit;0;
clock_network;H-tree depth reported by CTS;5;
sta;fin worst setup slack;312350;ps
critical_path;data required time of the worst path;420000;ps
clock_network;clk latency late pin;950;ps
critical_path;R2R depth;10;
sta;count of final setup violators;0;
finish;share of final-layout standard cells stronger than drive strength 1;7.85;%
synthesis;synthesis area per yosys;153000;µm²
sta;Fmax;0.00470;GHz
drt;per-cell via count in the routed design;4.53;
power_and_ir_drop;leak pwr;0.0712;µW
flow_run;# Max-Cap Violations;0;
placement;pre-CTS setup slack;312250;ps
grt;aggregate global routing overflow;0;
floorplan;IO Pins;104;
grt;number of antenna violations at the first check in global routing;2;
critical_path;CP Capture Type;primary output;
critical_path;Worst R2R End;ip.div_inst.u_div.divisor_tmp[31][29];
finish;post-layout utilization of the core;34.2;%
clock_network;Gates resized, CTS repair;0;
power_and_ir_drop;maximum VDD drop;0.00308;mV
finish;sequential cell area;94900;µm²
clock_network;clock slew at the register clock pins of the worst setup and hold paths;60;ps
critical_path;Arr. time, crit path;107650;ps
finish;final cell area excluding filler cells;174000;µm²
floorplan;FP Rows;262;
synthesis;sequential element share of the synthesized area;61.9;%
clock_network;TritonCTS buffer count;351;
critical_path;worst setup path category;in -> out;
drt;routed length on met2;134;mm
drt;remaining design rule violation count;0;
outcome;status;completed;
placement;placed wire-length estimate after detailed placement;188;mm
floorplan;initial core utilization;30.1;%
synthesis;post-synthesis cell count;12100;
placement;total cell area at the placement stage;163000;µm²
power_and_ir_drop;power consumption;1020;µW
drt;M1 WL;107;mm
flow_run;OpenROAD warnings;34;
sta;minimum clock period;212650;ps
grt;global-route wire length before repair;428;mm
drt;wire length per cell;13.5;µm
critical_path;register-to-register setup slack;518770;ps
synthesis;post-synthesis area per instance;12.6;µm²
synthesis;count of instantiated cells in the yosys netlist;12100;
floorplan;die height;717;µm
critical_path;origin of the worst setup path;result_ready;
floorplan;horizontal die size;717;µm
sta;max-slew headroom at the worst pin;40.4;%
placement;total of buffers placed on input and output ports;103;
clock_network;clock tree sinks;3172;
drt;top routing layer in use;met4;
drt;number of iterations in the first detailed-routing pass;8;
floorplan;placeable core region;509000;µm²
synthesis;share of async-settable or async-resettable flops after synthesis;0;%
critical_path;R2R Path Start;oehb_inst.outputValid;
drt;via count;88400;
synthesis;Synth Register Bits;3172;
synthesis;flip-flop cell with the highest count after synthesis;sky130_fd_sc_hd__edfxtp_1;
sta;slew at the pin with the worst max-slew slack;872;ps
sta;hold violation total from the final report;0;
floorplan;Chip Footprint;514000;µm²
worst_hold_path;cell depth of the worst min-delay path;0;
clock_network;Clock Tree Buf Depth;4;
finish;total area of multi-input combinational cells;53200;µm²
drt;DR WL met3;10.9;mm
sta;worst clock skew;68.8;ps
synthesis;mapped cell area;153000;µm²
worst_hold_path;HP Start;ip.div_inst.dividend0[22];
critical_path;critical path peak fanout;98;
grt;maximum number of pins on one net before global-route repair;138;
worst_hold_path;worst hold path endpoint;ip.div_inst.u_div.dividend_tmp[0][22];
clock_network;buffer count from post-CTS setup fixing;0;
==> worst max-delay path by stage <==
stage	to	slack, ps
5_1_grt	rhs_ready	312130
4_1_cts	rhs_ready	312250
6_report	rhs_ready	312350
==> logic make-up after synthesis <==
| logic type | after synthesis | synth area share, % |
|---|---|---|
| flops | 3172 | 61.9 |
| compound gates | 2907 | 11.8 |
| simple gates | 2462 | 7.41 |
| buf+inv | 1448 | 3.58 |
| fa+ha+maj | 1023 | 8.50 |
| xor+xnor | 767 | 4.38 |
| mux | 339 | 2.47 |
| other cells | 1 | 0.00245 |
==> layer usage <==
layer  track usage [%]  vias up
met5                 0        -
met4              3.87        0
met3              2.04      591
met2              18.6     1311
met1              13.3    41100
li1                  -    45300
==> flip-flops by register name (all words and copies together) (netlist names) <==
signal,flops
ip.div_inst.u_div.dividend_tmp,1056
ip.div_inst.u_div.divisor_tmp,1024
ip.div_inst.u_div.remd_tmp,961
buff.regs,34
ip.div_inst.dividend0,32
ip.div_inst.divisor0,32
ip.div_inst.quot,32
oehb_inst.outputValid,1
==> layout by cell type, fill, tap and decap left out, drive strengths merged, types with 78 or more instances in the layout <==
| cell type | synthesis | layout |
|---|---|---|
| nand3 | 150 | 150 |
| o21bai | 92 | 92 |
| edfxtp | 3137 | 3137 |
| o31ai | 84 | 84 |
| nor3 | 129 | 129 |
| nand2b | 145 | 145 |
| clkdlybuf4s50 | 0 | 103 |
| a21oi | 1092 | 1092 |
| clkinv | 1 | 161 |
| nand2 | 754 | 754 |
| o21a | 138 | 138 |
| ha | 993 | 993 |
| xnor2 | 459 | 459 |
| nand4 | 88 | 88 |
| a21o | 397 | 397 |
| clkbuf | 164 | 420 |
| xor2 | 308 | 308 |
| a31oi | 78 | 78 |
| inv | 1230 | 1243 |
| nor2b | 121 | 121 |
| a211oi | 82 | 82 |
| buf | 53 | 96 |
| o21ai | 584 | 584 |
| nor2 | 773 | 773 |
| mux2 | 317 | 317 |
==> critical path, stage by stage <==
cell                              delay, ps
sky130_fd_sc_hd__clkdlybuf4s50_1        470
sky130_fd_sc_hd__nor2b_2                 40
sky130_fd_sc_hd__buf_4                  240
sky130_fd_sc_hd__inv_8                  480
sky130_fd_sc_hd__buf_4                  690
sky130_fd_sc_hd__and2_1                 220
sky130_fd_sc_hd__clkdlybuf4s50_1        460
==> per-stage QoR <==
stage / cells / hold WS, ps
after floorplan: 12100 / 400
after global placement: 18800 / 401
after detailed placement: 18800 / 405
after CTS: 19500 / 386
after global routing: 19500 / 389
final: 19500 / 380
==> report_power, final <==
group	total, µW	internal (µW)	switching [µW]
combinational	382	173	210
clock	237	136	101
sequential	397	367	29.5
total	1020	675	340
==> cell usage after synthesis (all sizes together) (67+ instances only) <==
library cell	number	area (µm²)
a21oi	1092	5470
a31oi	78	494
inv	1230	4620
o21a	138	1040
a21o	397	2980
nand3	150	751
o31ai	84	641
nand2b	145	907
xor2	308	2700
xnor2	459	4020
and3	67	419
ha	993	12400
nor2	773	2900
o21bai	92	691
nand2	754	2830
mux2	317	3570
o21ai	584	2920
nor3	129	646
a211oi	82	621
nand4	88	551
edfxtp	3137	94200
clkbuf	164	616
nor2b	121	757
==> area by class of cell <==
class / count / area share (%)
inverters: 1231 / 2.66
multi-input cells: 7513 / 30.5
clock inverters: 218 / 1.25
flip-flops and latches: 3172 / 54.5
well taps: 6732 / 4.84
clock buffers: 420 / 5.19
diodes: 2 / 0.00287
repair buffers: 199 / 1.03
No activity file was given, so power comes from the tool's default toggle rates.
