$ cat flow/run.sh
#!/bin/bash
# OpenROAD 26Q1-2900-gdf79404cd8, Yosys 0.63+post, stock flow scripts
make -C /OpenROAD-flow-scripts/flow DESIGN_CONFIG=/design/flow/config.mk WORK_HOME=/design/flow/orfs finish
$ cat flow/constraint.sdc
current_design fptosi

set clk_period 20.1
set clk_io_pct 0.2

create_clock -name clk0 -period $clk_period [get_ports {clk}]

set non_clock_inputs [all_inputs -no_clocks]
set_input_delay [expr $clk_period * $clk_io_pct] -clock clk0 $non_clock_inputs
set_output_delay [expr $clk_period * $clk_io_pct] -clock clk0 [all_outputs]
$ cat flow/config.mk
export PLATFORM = sky130hd
export DESIGN_NAME = fptosi
export DESIGN_NICKNAME = fptosi
export VERILOG_FILES = /design/flow/design.v
export SDC_FILE = /design/flow/constraint.sdc
export NUM_CORES = 4
export LEC_CHECK = 1
export CORE_UTILIZATION = 40
$ cat flow/design.v
module fptosi #(
    parameter DATA_TYPE = 32
)(
    input  wire                    clk,
    input  wire                    rst,
    input  wire [DATA_TYPE-1:0]    ins,
    input  wire                    ins_valid,
    input  wire                    outs_ready,
    output wire [DATA_TYPE-1:0]    outs,
    output wire                    outs_valid,
    output wire                    ins_ready
);
    initial begin
        if (DATA_TYPE != 32)
            $fatal("fptosi only supports 32-bit floating point inputs and outputs.");
    end
    wire        sign;
    wire [7:0]  exp;
    wire [22:0] frac;
    assign sign = ins[31];
    assign exp  = ins[30:23];
    assign frac = ins[22:0];
    reg signed [31:0] magnitude;
    wire signed [9:0] e = exp - 127;
    wire [23:0] mantissa = (exp == 0) ? {1'b0, frac} : {1'b1, frac};
    wire signed [9:0] shift = e - 23;
    reg signed [31:0] int_value;
    always @(*) begin
        if (exp == 0 && frac == 0) begin
            int_value = 0;
        end
        else if (e > 30) begin
            int_value = sign ? 32'h8000_0000 : 32'h7FFF_FFFF;
        end
        else if (e < 0) begin
            int_value = 0;
        end 
        else begin
            if (shift >= 0)
                magnitude = mantissa << shift;
            else
                magnitude = mantissa >> (-shift);
            int_value = sign ? -magnitude : magnitude;
        end
    end
    wire [31:0] converted = int_value;
    reg [31:0] q0, q1, q2, q3, q4;
    wire       buff_valid;
    wire       oehb_ready;
    always @(posedge clk) begin
        if (rst) begin
            q0 <= 0;
            q1 <= 0;
            q2 <= 0;
            q3 <= 0;
            q4 <= 0;
        end else if (oehb_ready) begin
            q0 <= converted;
            q1 <= q0;
            q2 <= q1;
            q3 <= q2;
            q4 <= q3;
        end
    end
    assign outs = q4;
    delay_buffer #(
        .SIZE(4)
    ) delay_buffer_inst (
        .clk       (clk),
        .rst       (rst),
        .valid_in  (ins_valid),
        .ready_in  (oehb_ready),
        .valid_out (buff_valid)
    );
    wire [31:0] oehb_dataOut;
    wire [31:0] oehb_dataIn = q4;
    oehb #(
        .DATA_TYPE(DATA_TYPE)
    ) oehb_inst (
        .clk        (clk),
        .rst        (rst),
        .ins_valid  (buff_valid),
        .outs_ready (outs_ready),
        .outs_valid (outs_valid),
        .ins_ready  (oehb_ready),
        .ins        (oehb_dataIn),
        .outs       (oehb_dataOut)
    );
    assign ins_ready = oehb_ready;
endmodule
`timescale 1ns/1ps
module oehb_dataless (
  input  clk,
  input  rst,
  input  ins_valid,
  output ins_ready,
  output outs_valid,
  input  outs_ready
);
  reg outputValid = 0;
  always @(posedge clk) begin
    if (rst) begin
      outputValid <= 0;
    end else begin
      outputValid <= ins_valid | (~outs_ready & outputValid);
    end
  end
  assign ins_ready = ~outputValid | outs_ready;
  assign outs_valid = outputValid;
endmodule
`timescale 1ns/1ps
module oehb #(
  parameter DATA_TYPE = 32
) (
  input  clk,
  input  rst,
  input  [DATA_TYPE - 1 : 0] ins,
  input  ins_valid,
  output ins_ready,
  output [DATA_TYPE - 1 : 0] outs,
  output outs_valid,
  input  outs_ready
);
  wire regEn, inputReady;
  reg [DATA_TYPE - 1 : 0] dataReg = 0;
  oehb_dataless control (
    .clk        (clk       ),
    .rst        (rst       ),
    .ins_valid  (ins_valid ),
    .ins_ready  (inputReady),
    .outs_valid (outs_valid),
    .outs_ready (outs_ready)
  );
  always @(posedge clk) begin
    if (rst) begin
      dataReg <= {DATA_TYPE{1'b0}};
    end else if (regEn) begin
      dataReg <= ins;
    end
  end
  assign ins_ready = inputReady;
  assign regEn = inputReady & ins_valid;
  assign outs = dataReg;
endmodule
`timescale 1ns/1ps
module delay_buffer #(
  parameter SIZE = 32
) (
  input  clk,
  input  rst,
  input  valid_in,
  input  ready_in,
  output valid_out
);
  integer i;
  reg [SIZE - 1 : 0] regs = 0;
  always @(posedge clk) begin
    if (rst)
      regs[0] <= 0;
    else if (ready_in)
      regs[0] <= valid_in;
  end
  always @(posedge clk) begin
    if (rst) begin
      for (i = 1; i < SIZE; i = i + 1) begin
        regs[i] <= 0;
      end
    end else if (ready_in) begin
      for (i = 1; i < SIZE; i = i + 1) begin
        regs[i] <= regs[i - 1];
      end
    end
  end
  assign valid_out = regs[SIZE - 1];
endmodule
==> flow_metrics.tcl <==
# yosys + openroad results
set metrics [dict create \
    drc_errors 0 \
    power_density_nw_per_um2 74.7 \
    dieArea_um2 27100 \
    cts_tree "done" \
    max_freq_mhz 98.9 \
    leakagePower_nw 4.20 \
    finClkSkew_ns 0.00641 \
    synth-seq-cells 165 \
    syn_inst 1413 \
    min_path_type "register to register" \
    rsz0062_at_grt "no" \
    worstHoldPathCells 2 \
    synthTopCellsByArea "dfxtp_1, nand2_1, a21oi_1" \
    grtUsageMet1_pct 37.5 \
    design.core.area_um2 26000 \
    use_met2_pct 34.0 \
    routed_wl_um 30200 \
    synth_area_um2 10600 \
    outcome "complete, no violations" \
    cts_buffers 17 \
    hold_violations 0 \
    max-slew-margin-rel_pct 36.8 \
    cap_violations 0 \
    worst_setup_path_start_kind "primary input" \
    synth_chip_area_um2 10600 \
    critPathKind "primary input to output pin" \
    edf_count 0 \
    ioPinCount 70 \
    warning_count 32 \
    async_flop_share_pct 0 \
    grt_pass1_vias 8822 \
    postSynthSeqShare_pct 31.2 \
    vias_per_cell 5.66 \
    ctsRootBufferMaster "clkbuf_16" \
    die_h_um 165 \
    largest_area_cell "dfxtp_1" \
    top_usage_layer "met1" \
    grt-ovfl-total 0 \
    worstPathArrival_ns 6.09 \
    grt_max_degree 170 \
    wire_per_inst_um 17.2 \
    die_w_um 165 \
    end_kind "output pin" \
    gp_congestion 0.975 \
    worstPathMaxFanout 169 \
    yosysWarnings 4 \
    dp.cells 1729 \
    worst_pin_slew_ns 0.943 \
    clk_latency_ns 0.42 \
    setup_violations 0 \
    cts-resized-gates 0 \
    postSynthAreaPerCell_um2 7.48 \
    diodes 0 \
    synthDistinctLibCells 87 \
    final_cell_mix "nand2_1, a21oi_1, dfxtp_1" \
    vias 9961 \
    drive_above_1_share_pct 8.91 \
    clk_pin_slew_worst_paths_ns 0.06 \
    max-vdd-ir-drop_v 0.0000526 \
    drtIter0Drc 780 \
    yosys_cells 1413 \
    dr.pass1.iters 5 \
    track_usage_pct 23.3 \
    post-route-min-period_ns 10.11 \
    compound_area_share_pct 24.4 \
    antenna_found_initial 0 \
    required_ns 16.08 \
    ctsHoldBuffers 0 \
    fin_crit_sh_pct 50.3 \
    reg2regPathDepth 6 \
    simple_gate_area_share_pct 23.4 \
    stdcell_count 1761 \
    ys_sh_xor_pct 3.86 \
    dpl.hpwl_um 21500 \
    synth_top_area_share_pct 31.2 \
    fin_setup_tns_ns 0 \
    yosys-mux-area-fraction_pct 11.8 \
    numPortBuffers 69 \
    clk_path_buf_depth 2 \
    antenna_left 0 \
    cts_setup_buffers 0 \
    ff_type "dfxtp_1" \
    cp_slowest_cell "clkdlybuf4s50_1" \
    maxSlewViolCount 0 \
    crit_top_cell "clkdlybuf4s50_1" \
    clkSinkCount 165 \
    fp-utilization_pct 40.7 \
    topCombFamilyByArea "AND-OR/OR-AND gates" \
    crit_chain "clkdlybuf4s50_1 > nor2b_4 > buf_12 > inv_4 > clkdlybuf4s50_1" \
    htreeDepth 4 \
    areaGrowthSynthToFinish_pct 13.1 \
    lay_top_count "nand2_1" \
    rows 59 \
    met3_usage_pct 3.41 \
    max_stage_delay_ns 0.51 \
    grt_pass1_wl_um 48700 \
    fa_ha_area_share_pct 0.828 \
]
==> final timing paths <==
path	startpoint	endpoint	slack, ns
hold reg to reg	q0[18]$_SDFFE_PP0N_	q0[18]$_SDFFE_PP0N_	0.44
setup / recovery	outs_ready	ins_ready	9.99
hold / removal	q0[18]$_SDFFE_PP0N_	q0[18]$_SDFFE_PP0N_	0.44
setup reg to reg	oehb_inst.control.outputValid$_SDFF_PP0_	q0[3]$_SDFFE_PP0N_	17.48
==> synthesized netlist by cell type (4+ instances only) <==
cell type	number
nand2b_1	11
nor2b_1	5
xnor2_1	17
o22ai_1	7
mux4_2	20
o211ai_1	7
a21oi_1	239
a22oi_1	5
dfxtp_1	165
nor3_1	18
and3_1	10
nand3b_1	4
nand2_1	360
a211oi_1	18
buf_1	5
a21o_1	7
mux2_2	20
o21ai_0	43
o21a_1	9
o21ai_1	6
xor2_1	19
nand4_1	6
inv_1	12
nand3_1	25
buf_2	22
a31oi_1	14
mux2i_1	57
a211o_1	4
clkbuf_1	74
o31a_1	4
or2_2	6
o31ai_1	9
nor2_1	70
and2_1	10
ha_1	7
or4_1	4
==> sequential cells by signal, summed over array words and instances (netlist names) <==
register                       cells
delay_buffer_inst.regs             4
oehb_inst.control.outputValid      1
q0                                32
q1                                32
q2                                32
q3                                32
q4                                32
==> worst max-delay path, delay by kind of cell <==
family / cells / cell delay (ns)
and+or+nand+nor: 1 / 0.14
buffers and inverters: 4 / 1.86
==> cell families (layout without fill, tap and decap cells) <==
| group | after synthesis | in the layout |
|---|---|---|
| AOI/OAI and AO/OA | 427 | 427 |
| xor gates and xnor gates | 41 | 41 |
| adders and majority gates | 7 | 7 |
| buffers and inverters | 117 | 130 |
| DFF | 165 | 165 |
| muxes | 97 | 97 |
| and+or+nand+nor | 559 | 559 |
==> report_power, final <==
group          internal (mW)  leakage (nW)  switching, mW  total [mW]
sequential             0.336          1.34        0.00444       0.340
combinational         0.0927          2.59          0.154       0.247
clock                  0.163         0.269          0.143       0.306
total                  0.592          4.20          0.301       0.893
==> layout make-up <==
cell class / instances / area [um2]
Clock buffer: 17 / 425
Clock inverter: 15 / 134
Fill cell: 2601 / 14000
Inverter: 14 / 55.1
Multi-Input combinational cell: 1131 / 6810
Tap cell: 335 / 419
Sequential cell: 165 / 3300
Timing Repair Buffer: 84 / 808
==> metal layers <==
| layer | share of wire (%) | wire (um) | up-vias |
|---|---|---|---|
| met5 | 0 | 0 | - |
| met3 | 4.6 | 1390 | 23 |
| met4 | 1.6 | 472 | 0 |
| met1 | 50 | 15200 | 4681 |
| met2 | 43 | 13100 | 242 |
| li1 | - | - | 5015 |
==> metrics by stage <==
step                      setup WS [ns]  utilization [%]  area [um2]  power [mW]  hold slack, ns
after global routing               9.68             46.0       12000       0.938           0.463
after detailed placement           9.90             43.9       11400       0.590           0.435
after floorplan                   11.32                -       10600       0.523           0.415
after CTS                          9.92             46.0       12000       0.898           0.449
final                              9.99             46.0       12000       0.893           0.444
after global placement             9.92             43.9       11400       0.591           0.431
Power figures rest on the tool's default switching activity, not on a simulated workload.
