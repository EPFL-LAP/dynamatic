--- /design/flow/run.sh ---
#!/bin/bash
# OpenROAD 26Q1-2900-gdf79404cd8, Yosys 0.63+post, stock flow scripts
make -C /OpenROAD-flow-scripts/flow DESIGN_CONFIG=/design/flow/config.mk WORK_HOME=/design/flow/orfs finish
--- /design/flow/config.mk ---
export PLATFORM = sky130hd
export DESIGN_NAME = remsi
export DESIGN_NICKNAME = remsi
export VERILOG_FILES = /design/flow/design.v
export SDC_FILE = /design/flow/constraint.sdc
export NUM_CORES = 4
export LEC_CHECK = 1
export CORE_UTILIZATION = 40
--- /design/flow/constraint.sdc ---
current_design remsi

set clk_period 590.7
set clk_io_pct 0.2

create_clock -name clk0 -period $clk_period [get_ports {clk}]

set non_clock_inputs [all_inputs -no_clocks]
set_input_delay [expr $clk_period * $clk_io_pct] -clock clk0 $non_clock_inputs
set_output_delay [expr $clk_period * $clk_io_pct] -clock clk0 [all_outputs]
--- /design/flow/design.v ---
`timescale 1ns/1ps
module remsi #(
  parameter DATA_TYPE = 32
)(
  input  clk,
  input  rst,
  input  [DATA_TYPE - 1 : 0] lhs,
  input  lhs_valid,
  input  [DATA_TYPE - 1 : 0] rhs,
  input  rhs_valid,
  input  result_ready,
  output [DATA_TYPE - 1 : 0] result,
  output result_valid,
  output lhs_ready,
  output rhs_ready
);
  wire join_valid;
  wire oehb_ready;
  wire buff_valid;
  join_type #(
    .SIZE(2)
  ) join_inputs (
    .ins_valid ({rhs_valid, lhs_valid}),
    .outs_ready (oehb_ready),
    .ins_ready ({rhs_ready, lhs_ready}),
    .outs_valid (join_valid)
  );
  remsi_vitis_hls_wrapper ip (
      .clk(clk),
      .reset(rst),
      .din0(lhs),
      .din1(rhs),
      .ce(oehb_ready),
      .dout(result)
  );
  oehb_dataless oehb_inst (
    .clk(clk),
    .rst(rst),
    .ins_valid(buff_valid),
    .ins_ready(oehb_ready),
    .outs_valid(result_valid),
    .outs_ready(result_ready)
  ); 
  delay_buffer #(
    .SIZE(34)
  ) buff (
    .clk(clk),
    .rst(rst),
    .valid_in(join_valid),
    .ready_in(oehb_ready),
    .valid_out(buff_valid)
  );
endmodule
module remsi_vitis_hls_wrapper (
    input  wire        clk,
    input  wire        reset,
    input  wire        ce,
    input  wire [31:0] din0,
    input  wire [31:0] din1,
    output wire [31:0] dout
);
    wire [31:0] sig_quot;
    wire [31:0] sig_remd;
    dynamatic_units_urem_32ns_32ns_32_36_1_div #(
        .in0_WIDTH(32),
        .in1_WIDTH(32),
        .out_WIDTH(32)
    ) u_urem (
        .clk(clk),
        .reset(reset),
        .ce(ce),
        .dividend(din0),
        .divisor(din1),
        .remd(dout),
        .quot(sig_quot)
    );
endmodule
module dynamatic_units_urem_32ns_32ns_32_36_1_div #(
    parameter in0_WIDTH = 32,
    parameter in1_WIDTH = 32,
    parameter out_WIDTH = 32
)(
    input  wire                     clk,
    input  wire                     reset,
    input  wire                     ce,
    input  wire [in0_WIDTH-1:0]     dividend,
    input  wire [in1_WIDTH-1:0]     divisor,
    output reg  [out_WIDTH-1:0]     quot,
    output reg  [out_WIDTH-1:0]     remd
);
    reg  [in0_WIDTH-1:0] dividend0;
    reg  [in1_WIDTH-1:0] divisor0;
    wire [out_WIDTH-1:0] quot_u;
    wire [out_WIDTH-1:0] remd_u;
    wire [in0_WIDTH-1:0] dividend_u = dividend0;
    wire [in1_WIDTH-1:0] divisor_u  = divisor0;
    dynamatic_units_urem_32ns_32ns_32_36_1_div_u #(
        .in0_WIDTH(in0_WIDTH),
        .in1_WIDTH(in1_WIDTH),
        .out_WIDTH(out_WIDTH)
    ) u_urem_div (
        .clk(clk),
        .reset(reset),
        .ce(ce),
        .dividend(dividend_u),
        .divisor(divisor_u),
        .quot(quot_u),
        .remd(remd_u)
    );
    always @(posedge clk) begin
        if (ce) begin
            dividend0 <= dividend;
            divisor0  <= divisor;
        end
    end
    always @(posedge clk) begin
        if (ce) begin
            quot <= quot_u;
            remd <= remd_u;
        end
    end
endmodule
module dynamatic_units_urem_32ns_32ns_32_36_1_div_u #(
    parameter in0_WIDTH = 32,
    parameter in1_WIDTH = 32,
    parameter out_WIDTH = 32
)(
    input  wire                     clk,
    input  wire                     reset,
    input  wire                     ce,
    input  wire [in0_WIDTH-1:0]     dividend,
    input  wire [in1_WIDTH-1:0]     divisor,
    output wire [out_WIDTH-1:0]     quot,
    output wire [out_WIDTH-1:0]     remd
);
    localparam cal_WIDTH = (in0_WIDTH > in1_WIDTH)
                            ? in0_WIDTH : in1_WIDTH;
    reg  [in0_WIDTH-1:0] dividend_tmp [0:in0_WIDTH];
    reg  [in1_WIDTH-1:0] divisor_tmp  [0:in0_WIDTH];
    reg  [in0_WIDTH-1:0] remd_tmp     [0:in0_WIDTH];
    wire [in0_WIDTH-1:0] comb_tmp     [0:in0_WIDTH-1];
    wire [cal_WIDTH:0]   cal_tmp      [0:in0_WIDTH-1];
    assign quot = dividend_tmp[in0_WIDTH][out_WIDTH-1:0];
    assign remd = remd_tmp[in0_WIDTH][out_WIDTH-1:0];
    always @(posedge clk) begin
        if (ce) begin
            dividend_tmp[0] <= dividend;
            divisor_tmp[0]  <= divisor;
            remd_tmp[0]     <= {in0_WIDTH{1'b0}};
        end
    end
    genvar i;
    generate
        for (i = 0; i < in0_WIDTH; i=i+1) begin : run_proc
            assign comb_tmp[i] =
                {remd_tmp[i][in0_WIDTH-2:0], dividend_tmp[i][in0_WIDTH-1]};
            assign cal_tmp[i] =
                {1'b0, comb_tmp[i]} - {1'b0, divisor_tmp[i]};
            always @(posedge clk) begin
                if (ce) begin
                    dividend_tmp[i+1] <=
                        {dividend_tmp[i][in0_WIDTH-2:0], ~cal_tmp[i][cal_WIDTH]};
                    divisor_tmp[i+1] <= divisor_tmp[i];
                    if (cal_tmp[i][cal_WIDTH])
                        remd_tmp[i+1] <= comb_tmp[i];
                    else
                        remd_tmp[i+1] <= cal_tmp[i][in0_WIDTH-1:0];
                end
            end
        end
    endgenerate
endmodule
`timescale 1ns/1ps
module oehb_dataless (
  input  clk,
  input  rst,
  input  ins_valid,
  output ins_ready,
  output outs_valid,
  input  outs_ready
);
  reg outputValid = 0;
  always @(posedge clk) begin
    if (rst) begin
      outputValid <= 0;
    end else begin
      outputValid <= ins_valid | (~outs_ready & outputValid);
    end
  end
  assign ins_ready = ~outputValid | outs_ready;
  assign outs_valid = outputValid;
endmodule
`timescale 1ns/1ps
module join_type #(
	parameter SIZE = 2  
)(
	input [SIZE - 1 : 0] ins_valid,
	input outs_ready,
	output reg  [SIZE - 1 : 0] ins_ready = 0,
	output outs_valid
);
	assign outs_valid = &ins_valid;  
	reg [SIZE - 1 : 0] singleValid = 0;
	integer i, j;
	always @(*)begin
		for (i = 0; i < SIZE; i = i + 1) begin
			singleValid[i] = 1;
			for (j = 0; j < SIZE; j = j + 1)
				if (i != j)
					singleValid[i] = singleValid[i] & ins_valid[j];
		end
		for (i = 0; i < SIZE; i = i + 1) begin
			ins_ready[i] = singleValid[i] & outs_ready;
		end
	end
endmodule
`timescale 1ns/1ps
module delay_buffer #(
  parameter SIZE = 32
) (
  input  clk,
  input  rst,
  input  valid_in,
  input  ready_in,
  output valid_out
);
  integer i;
  reg [SIZE - 1 : 0] regs = 0;
  always @(posedge clk) begin
    if (rst)
      regs[0] <= 0;
    else if (ready_in)
      regs[0] <= valid_in;
  end
  always @(posedge clk) begin
    if (rst) begin
      for (i = 1; i < SIZE; i = i + 1) begin
        regs[i] <= 0;
      end
    end else if (ready_in) begin
      for (i = 1; i < SIZE; i = i + 1) begin
        regs[i] <= regs[i - 1];
      end
    end
  end
  assign valid_out = regs[SIZE - 1];
endmodule
==> run notes <==
Observations from the implementation run.

Final timing:
- The run gives the period utilization as 0.403.
- Per the final timing report, the hold violations number 0.
- The run puts the sum of negative setup slack at 0 ns.
- The run puts the achievable clock frequency at about 4.2 MHz.
- The run puts the final number of setup-violating endpoints at 0.
- The run gives the headroom to the max-slew limit as 0.332.
- The run puts the slew at the pin with the worst max-slew slack at 0.976 ns.
- The run puts the count of pins over their slew limit at 0.
- The run puts the worst clock skew at ~0.072 ns.
- Setup repair after global routing left no endpoint under its margin.
- The run puts the time the final worst path needs with I/O delays and setup at ~240 ns.

GRT:
- The run puts the overall fraction of global-route tracks in use at 0.160.
- The number of antenna violations at the first check in global routing is 3.
- Entering global routing, the biggest net connects roughly 130 pins.
- The run puts the total global routing overflow at 0.
- The run gives the number of global-route vias before repair as 82,773.
- The first global-routing pass estimated roughly 440 mm of wire.

Critical path:
- The run gives the setup slack of the most critical reg-to-reg path as between 500 and 600 ns.
- The run gives the launch point of the worst reg-to-reg path as oehb_inst.outputValid.
- Looking at the reg2reg group, the worst path ends at ip.u_urem.u_urem_div.dividend_tmp[6][19].
- The number of cells on the worst reg-to-reg path is 10.
- The worst setup path is launched from an input pin.
- The run puts the critical-path maximum fanout at 101.
- The run gives the startpoint-to-endpoint class of the critical path as in -> out.
- For the worst setup path, the data required time is between 400 and 500 ns.
- The worst setup path is captured at an output port.
- For reference, the critical path is launched at result_ready.
- The arrival time of data at the worst endpoint is listed as about 120 ns.

Synthesis:
- The run puts the number of enable flip-flop cells at 2,641.
- The synthesis report lists the most area-consuming cells as sky130_fd_sc_hd__edfxtp_1, sky130_fd_sc_hd__ha_1, sky130_fd_sc_hd__a21oi_1, sky130_fd_sc_hd__inv_1, sky130_fd_sc_hd__o21ai_0.
- The run puts the register share after synthesis at 0.571.
- The run puts the count of warnings emitted by yosys at 8.
- For this run, the leading register cell type out of synthesis is sky130_fd_sc_hd__edfxtp_1.
- The post-synth register bit count is between 2,000 and 3,000.
- The run gives the number of cell instances after yosys synthesis as roughly 12,000.
- The synthesized instance count is 11,893.
- The area recorded from the Yosys report for this design is about 140,000 um2.
- After synthesis, the share of flip-flops with an asynchronous set or reset is 0.
- The run gives the area share of the leading cell type in the synthesized netlist as 0.566.
- The run puts the synthesized area at 140,000 um2.
- Yosys mapped the design onto about 97 distinct sky130hd cell types.
- The run puts the synthesized area per cell at between 10 and 15 um2.
- The run gives the library cell with the largest summed area after synthesis as sky130_fd_sc_hd__edfxtp_1.

Final layout:
- The run gives the sequential standard cell area as around 80,000 um2.
- Relative to the synthesized area, the layout overhead comes to 11.5%.
- The run gives the proportion of layout cells with a drive suffix above 1 as 0.0711.
- The filler cells instantiated in the layout total 30,899.
- The area taken by multi-input combinational cells is reported as between 50,000 and 60,000 um2.
- The run gives the post-layout utilization of the core as 0.450.

Clocking:
- The run gives the source-to-sink clock delay at the later pin of the worst-skew pair as 0.95 ns.
- Buffers inserted during clock tree synthesis total approximately 300.
- After clock tree synthesis, the repair step resized 0 gates.
- The run puts the H-tree depth reported by CTS at 5.
- The run puts the buffers inserted during post-CTS setup optimization at 0.
- In this run the deepest clock path goes through 4 buffers.
- The run gives the clock tree from TritonCTS as done.
- The run puts the clock-pin slew of the registers on the worst-case setup and hold paths at 0.06 ns.
- The clock net in this run drives a total of 2,676 sinks.
- The run gives the total of hold buffers inserted after clock tree synthesis as 0.
- The run gives the clock tree root driver cell as sky130_fd_sc_hd__clkbuf_16.

Power:
- The run gives the areal power density over the cells as approximately 5.3 nW/um2.
- The run gives the maximum VDD drop as about 0.0025 mV.
- The run puts the leakage power at ~0.066 uW.

Routing:
- The script logs the mean routed wire length per placed instance as between 15 and 20 um.
- The run puts the number of search-and-repair iterations in the first detailed-routing pass at 6.
- The run gives the final wirelength as 265 mm.
- The run puts the via density per instance at 5.09.
- The run puts the detailed-route DRC error count at 0.
- The run gives the via count as 86,362.
- For this block, the initial DRC count from the detailed router was roughly 5,400.
- The count of nets left with antenna violations once routing finished came out at 0.

Die:
- The run puts the floorplan-stage core utilization at 0.403.
- The run gives the area of the die as between 300,000 and 400,000 um2.
- The run puts the area inside the core boundary at around 350,000 um2.
- The run gives the I/O pin count as around 100.
- The run gives the width of the die as 594 um.
- The run gives the number of rows created at floorplan as 216.
- The run gives the die extent in y as 594 um.

Flow run:
- The run gives the OpenROAD warning count as approximately 41.
- The run gives the max capacitance violation total as 0.

Worst hold path:
- STA shows the worst min-delay path finishing at ip.u_urem.u_urem_div.dividend_tmp[28][30].
- The run puts the hold path depth at 0.
- Checking hold timing, the worst path is listed with class reg -> reg.
- For the worst min-delay path, the startpoint reported by OpenROAD is ip.u_urem.u_urem_div.dividend_tmp[27][29].

Placement:
- The run gives the number of buffer cells added on primary ports as 103.
- In the placement report, post-DP HPWL is listed as between 150 and 200 mm.
- The run puts the routability-driven placement congestion ratio at 0.909.

Run status:
- The flow ran to the end, and the final reports show no timing, DRC or antenna violations.
==> power by group <==
group          internal (uW)  total, uW  switching (uW)
logic                    154        347             194
clock network            104        179            75.3
registers                270        295            24.5
==> area by class of cell <==
type,instances,area share
flip-flops and latches,2676,0.512
multi-input cells,7791,0.351
clock buffers,365,0.0498
well taps,4578,0.0367
inverters,1181,0.0284
repair buffers,197,0.0114
clock inverters,159,0.0105
diodes,11,0.000176
==> routing by layer <==
metal / share of wire / track usage / routed length [um] / vias up
met4: 0.028 / 0.0383 / 7450 / 0
met2: 0.45 / 0.241 / 120000 / 1689
met5: 0 / 0 / 0 / -
met1: 0.46 / 0.252 / 121000 / 40103
met3: 0.062 / 0.0376 / 16600 / 411
li1: - / - / - / 44159
==> cells in the mapped netlist, types with 53 or more instances <==
library cell	count
sky130_fd_sc_hd__a21oi_1	944
sky130_fd_sc_hd__nor2_1	608
sky130_fd_sc_hd__o31ai_1	70
sky130_fd_sc_hd__nand2_1	972
sky130_fd_sc_hd__edfxtp_1	2641
sky130_fd_sc_hd__nor2b_1	121
sky130_fd_sc_hd__xor2_1	340
sky130_fd_sc_hd__o21bai_1	98
sky130_fd_sc_hd__inv_1	1180
sky130_fd_sc_hd__nand3_1	174
sky130_fd_sc_hd__mux2_2	277
sky130_fd_sc_hd__nor3_1	95
sky130_fd_sc_hd__o21ai_0	875
sky130_fd_sc_hd__o21a_1	141
sky130_fd_sc_hd__xnor2_1	464
sky130_fd_sc_hd__a31oi_1	97
sky130_fd_sc_hd__and3_1	87
sky130_fd_sc_hd__a21o_1	437
sky130_fd_sc_hd__buf_2	53
sky130_fd_sc_hd__a211oi_1	63
sky130_fd_sc_hd__nand2b_1	157
sky130_fd_sc_hd__nand4_1	64
sky130_fd_sc_hd__ha_1	994
sky130_fd_sc_hd__clkbuf_1	185
==> per-stage QoR <==
step           instance area [um2]  power, uW  instances  worst slack, ns  hold WS (ns)
3_5_place_dp                147000        642      16423           352.46         0.405
4_1_cts                     156000        828      16947           352.45         0.378
5_1_grt                     156000        885      16955           352.35         0.399
6_report                    156000        821      16958           352.47         0.379
2_1_floorplan               140000        564      11907           279.68         0.400
3_3_place_gp                147000        642      16423           352.43         0.400
==> critical path: stages <==
cell and delay [ns]:
sky130_fd_sc_hd__clkdlybuf4s50_1 0.47, sky130_fd_sc_hd__nor2b_2 0.04, sky130_fd_sc_hd__buf_4 0.24, sky130_fd_sc_hd__inv_8 0.49
sky130_fd_sc_hd__and2_1 0.21, sky130_fd_sc_hd__clkdlybuf4s50_1 0.45
==> worst max path at each step <==
stage / end / cells after the start
after CTS: lhs_ready / 6
after global routing: lhs_ready / 6
final: lhs_ready / 6
==> cell usage in the layout, fill, tap and decap left out, types with 97 or more instances in the layout <==
cell                              count
sky130_fd_sc_hd__ha_1               994
sky130_fd_sc_hd__nand3_1            174
sky130_fd_sc_hd__nor2b_1            120
sky130_fd_sc_hd__a21o_1             437
sky130_fd_sc_hd__edfxtp_1          2641
sky130_fd_sc_hd__nor2_1             608
sky130_fd_sc_hd__a31oi_1             97
sky130_fd_sc_hd__clkbuf_16          301
sky130_fd_sc_hd__mux2_2             277
sky130_fd_sc_hd__nand2b_1           157
sky130_fd_sc_hd__inv_1             1180
sky130_fd_sc_hd__a21oi_1            943
sky130_fd_sc_hd__o21ai_0            875
sky130_fd_sc_hd__clkdlybuf4s50_1    103
sky130_fd_sc_hd__xnor2_1            464
sky130_fd_sc_hd__nand2_1            972
sky130_fd_sc_hd__xor2_1             340
sky130_fd_sc_hd__o21a_1             141
==> flip-flops by register name, indices dropped and copies added (netlist names) <==
register and flops:
buff.regs 34, ip.u_urem.u_urem_div.remd_tmp 993, ip.u_urem.divisor0 32, oehb_inst.outputValid 1, ip.u_urem.remd 32, ip.u_urem.u_urem_div.divisor_tmp 1024, ip.u_urem.u_urem_div.dividend_tmp 528, ip.u_urem.dividend0 32
==> cell families after synthesis <==
family          count (synthesis)  synth area share
xor+xnor                      804            0.0503
mux                           305            0.0243
buf+inv                      1440            0.0397
flops                        2676             0.571
compound gates               3156             0.140
simple gates                 2486            0.0815
fa+ha+maj                    1025            0.0932
other cells                     1         0.0000268
Power figures rest on the tool's default switching activity, not on a simulated workload.
