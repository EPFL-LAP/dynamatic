**flow/design.v**
```verilog
`timescale 1ns/1ps
module divsi #(
  parameter DATA_TYPE = 32
)(
  input  clk,
  input  rst,
  input  [DATA_TYPE - 1 : 0] lhs,
  input  lhs_valid,
  input  [DATA_TYPE - 1 : 0] rhs,
  input  rhs_valid,
  input  result_ready,
  output [DATA_TYPE - 1 : 0] result,
  output result_valid,
  output lhs_ready,
  output rhs_ready
);
  wire join_valid;
  wire oehb_ready;
  wire buff_valid;
  join_type #(
    .SIZE(2)
  ) join_inputs (
    .ins_valid ({rhs_valid, lhs_valid}),
    .outs_ready (oehb_ready),
    .ins_ready ({rhs_ready, lhs_ready}),
    .outs_valid (join_valid)
  );
  divsi_vitis_hls_wrapper ip (
      .clk(clk),
      .reset(rst),
      .din0(lhs),
      .din1(rhs),
      .ce(oehb_ready),
      .dout(result)
  );
  oehb_dataless oehb_inst (
    .clk(clk),
    .rst(rst),
    .ins_valid(buff_valid),
    .ins_ready(oehb_ready),
    .outs_valid(result_valid),
    .outs_ready(result_ready)
  ); 
  delay_buffer #(
    .SIZE(34)
  ) buff (
    .clk(clk),
    .rst(rst),
    .valid_in(join_valid),
    .ready_in(oehb_ready),
    .valid_out(buff_valid)
  );
endmodule
module divsi_vitis_hls_wrapper (
    input  wire        clk,
    input  wire        reset,
    input  wire        ce,
    input  wire [31:0] din0,
    input  wire [31:0] din1,
    output wire [31:0] dout
);
    wire [31:0] sig_remd;
    dynamatic_units_sdiv_32ns_32ns_32_36_1_div #(
        .in0_WIDTH(32),
        .in1_WIDTH(32),
        .out_WIDTH(32)
    ) u_divwrapper (
        .clk(clk),
        .reset(reset),
        .ce(ce),
        .dividend(din0),
        .divisor(din1),
        .quot(dout),
        .remd(sig_remd)
    );
endmodule
module dynamatic_units_sdiv_32ns_32ns_32_36_1_div #(
    parameter in0_WIDTH = 32,
    parameter in1_WIDTH = 32,
    parameter out_WIDTH = 32
)(
    input  wire                      clk,
    input  wire                      reset,
    input  wire                      ce,
    input  wire [in0_WIDTH-1:0]      dividend,
    input  wire [in1_WIDTH-1:0]      divisor,
    output reg  [out_WIDTH-1:0]      quot,
    output reg  [out_WIDTH-1:0]      remd
);
    wire [1:0] sign_i;
    wire [1:0] sign_o;
    reg  [in0_WIDTH-1:0] dividend0;
    reg  [in1_WIDTH-1:0] divisor0;
    wire [in0_WIDTH-1:0] dividend_u =
        dividend0[in0_WIDTH-1] ? (~dividend0 + 1'b1) : dividend0;
    wire [in1_WIDTH-1:0] divisor_u =
        divisor0[in1_WIDTH-1] ? (~divisor0 + 1'b1) : divisor0;
    assign sign_i = {dividend0[in0_WIDTH-1] ^ divisor0[in1_WIDTH-1],
                     dividend0[in0_WIDTH-1]};
    wire [out_WIDTH-1:0] quot_u;
    wire [out_WIDTH-1:0] remd_u;
    dynamatic_units_sdiv_32ns_32ns_32_36_1_div_u #(
        .in0_WIDTH(in0_WIDTH),
        .in1_WIDTH(in1_WIDTH),
        .out_WIDTH(out_WIDTH)
    ) u_divider (
        .clk(clk),
        .reset(reset),
        .ce(ce),
        .dividend(dividend_u),
        .divisor(divisor_u),
        .sign_i(sign_i),
        .sign_o(sign_o),
        .quot(quot_u),
        .remd(remd_u)
    );
    always @(posedge clk) begin
        if (ce) begin
            dividend0 <= dividend;
            divisor0  <= divisor;
        end
    end
    always @(posedge clk) begin
        if (ce) begin
            if (sign_o[1])
                quot <= ~quot_u + 1'b1;
            else
                quot <= quot_u;
        end
    end
    always @(posedge clk) begin
        if (ce) begin
            if (sign_o[0])
                remd <= ~remd_u + 1'b1;
            else
                remd <= remd_u;
        end
    end
endmodule
module dynamatic_units_sdiv_32ns_32ns_32_36_1_div_u #(
    parameter in0_WIDTH = 32,
    parameter in1_WIDTH = 32,
    parameter out_WIDTH = 32
)(
    input  wire                      clk,
    input  wire                      reset,
    input  wire                      ce,
    input  wire [in0_WIDTH-1:0]      dividend,
    input  wire [in1_WIDTH-1:0]      divisor,
    input  wire [1:0]                sign_i,
    output wire [1:0]                sign_o,
    output wire [out_WIDTH-1:0]      quot,
    output wire [out_WIDTH-1:0]      remd
);
    localparam cal_WIDTH = (in0_WIDTH > in1_WIDTH) ? in0_WIDTH : in1_WIDTH;
    reg [in0_WIDTH-1:0] dividend_tmp [0:in0_WIDTH];
    reg [in1_WIDTH-1:0] divisor_tmp  [0:in0_WIDTH];
    reg [in0_WIDTH-1:0] remd_tmp     [0:in0_WIDTH];
    reg [1:0]           sign_tmp     [0:in0_WIDTH];
    wire [in0_WIDTH-1:0] comb_tmp    [0:in0_WIDTH-1];
    wire [cal_WIDTH:0]   cal_tmp     [0:in0_WIDTH-1];
    assign quot   = dividend_tmp[in0_WIDTH][out_WIDTH-1:0];
    assign remd   = remd_tmp[in0_WIDTH][out_WIDTH-1:0];
    assign sign_o = sign_tmp[in0_WIDTH];
    always @(posedge clk) begin
        if (ce) begin
            dividend_tmp[0] <= dividend;
            divisor_tmp[0]  <= divisor;
            sign_tmp[0]     <= sign_i;
            remd_tmp[0]     <= {in0_WIDTH{1'b0}};
        end
    end
    genvar i;
    generate
        for (i = 0; i < in0_WIDTH; i=i+1) begin : run_proc
            assign comb_tmp[i] =
                {remd_tmp[i][in0_WIDTH-2:0], dividend_tmp[i][in0_WIDTH-1]};
            assign cal_tmp[i] =
                {1'b0, comb_tmp[i]} - {1'b0, divisor_tmp[i]};
            always @(posedge clk) begin
                if (ce) begin
                    dividend_tmp[i+1] <=
                        {dividend_tmp[i][in0_WIDTH-2:0], ~cal_tmp[i][cal_WIDTH]};
                    divisor_tmp[i+1]  <= divisor_tmp[i];
                    sign_tmp[i+1]     <= sign_tmp[i];
                    if (cal_tmp[i][cal_WIDTH] == 1'b1)
                        remd_tmp[i+1] <= comb_tmp[i];
                    else
                        remd_tmp[i+1] <= cal_tmp[i][in0_WIDTH-1:0];
                end
            end
        end
    endgenerate
endmodule
`timescale 1ns/1ps
module oehb_dataless (
  input  clk,
  input  rst,
  input  ins_valid,
  output ins_ready,
  output outs_valid,
  input  outs_ready
);
  reg outputValid = 0;
  always @(posedge clk) begin
    if (rst) begin
      outputValid <= 0;
    end else begin
      outputValid <= ins_valid | (~outs_ready & outputValid);
    end
  end
  assign ins_ready = ~outputValid | outs_ready;
  assign outs_valid = outputValid;
endmodule
`timescale 1ns/1ps
module join_type #(
	parameter SIZE = 2  
)(
	input [SIZE - 1 : 0] ins_valid,
	input outs_ready,
	output reg  [SIZE - 1 : 0] ins_ready = 0,
	output outs_valid
);
	assign outs_valid = &ins_valid;  
	reg [SIZE - 1 : 0] singleValid = 0;
	integer i, j;
	always @(*)begin
		for (i = 0; i < SIZE; i = i + 1) begin
			singleValid[i] = 1;
			for (j = 0; j < SIZE; j = j + 1)
				if (i != j)
					singleValid[i] = singleValid[i] & ins_valid[j];
		end
		for (i = 0; i < SIZE; i = i + 1) begin
			ins_ready[i] = singleValid[i] & outs_ready;
		end
	end
endmodule
`timescale 1ns/1ps
module delay_buffer #(
  parameter SIZE = 32
) (
  input  clk,
  input  rst,
  input  valid_in,
  input  ready_in,
  output valid_out
);
  integer i;
  reg [SIZE - 1 : 0] regs = 0;
  always @(posedge clk) begin
    if (rst)
      regs[0] <= 0;
    else if (ready_in)
      regs[0] <= valid_in;
  end
  always @(posedge clk) begin
    if (rst) begin
      for (i = 1; i < SIZE; i = i + 1) begin
        regs[i] <= 0;
      end
    end else if (ready_in) begin
      for (i = 1; i < SIZE; i = i + 1) begin
        regs[i] <= regs[i - 1];
      end
    end
  end
  assign valid_out = regs[SIZE - 1];
endmodule
```
**flow/run.sh**
```bash
#!/bin/bash
# OpenROAD 26Q1-2900-gdf79404cd8, Yosys 0.63+post, stock flow scripts
make -C /OpenROAD-flow-scripts/flow DESIGN_CONFIG=/design/flow/config.mk WORK_HOME=/design/flow/orfs finish
```
**flow/config.mk**
```make
export PLATFORM = sky130hd
export DESIGN_NAME = divsi
export DESIGN_NICKNAME = divsi
export VERILOG_FILES = /design/flow/design.v
export SDC_FILE = /design/flow/constraint.sdc
export NUM_CORES = 4
export LEC_CHECK = 1
export CORE_UTILIZATION = 40
```
**flow/constraint.sdc**
```tcl
current_design divsi

set clk_period 424.4
set clk_io_pct 0.2

create_clock -name clk0 -period $clk_period [get_ports {clk}]

set non_clock_inputs [all_inputs -no_clocks]
set_input_delay [expr $clk_period * $clk_io_pct] -clock clk0 $non_clock_inputs
set_output_delay [expr $clk_period * $clk_io_pct] -clock clk0 [all_outputs]
```
==> notes.md <==
Entry: Yosys synthesis followed by OpenROAD place and route.

Die:
- The run gives the area of the core as 0.3897 mm².
- The run gives the vertical die size as 628.4 µm.
- The run gives the site row count as 229.
- The run gives the die width as ~630 µm.
- The run puts the initial cell density of the core at 0.4028.
- The run gives the number of top-level pins as approximately 100.
- After floorplanning, the die was sized to cover 0.3949 mm².

Global route:
- The run gives the wire length of the first global-routing pass as about 470000 µm.
- The via count of the first global-routing pass is 89470.
- Summed over all routing layers, the global router reports a total usage of 0.1547.
- Summed over all layers, the global routing overflow is 0.
- The run puts the number of antenna violations at the first check in global routing at 3.
- The run gives the maximum number of pins on one net before global-route repair as around 140.

Setup path:
- The run gives the critical path class as input port to primary output.
- Per STA, the library cell used most along the worst path is clkdlybuf4s50_1.
- The run gives the family of cells with the greatest summed delay on the critical path as buffers and inverters.
- On the worst path, the slowest cell contributes a delay of 510 ps.
- The run gives the number of stages on the worst setup path as 6.
- The run gives the cell at the slowest stage of the critical path as inv_8.
- Together, buffers and inverters on the worst path number 4.
- The run gives the category of the worst setup path capture point as a primary output.
- The critical path starts at result_ready.
- Per the timing report, the most critical flop-to-flop path originates at oehb_inst.outputValid$_SDFF_PP0_.
- The run gives the data arrival time of the worst path as ~87000 ps.
- STA classifies the critical path startpoint as an input port.
- The run puts the cell depth of the worst flop-to-flop path at 10.
- The data required time reported for the critical path is 339520 ps.
- Walking the worst path, the cells encountered are clkdlybuf4s50_1 > nor2b_2 > buf_4 > inv_8 > and2_1 > clkdlybuf4s50_1.
- In this run the worst path has a maximum fanout of 104.
- The worst register-to-register path has a setup slack of ~420000 ps.
- According to the timing report, the critical path is captured at lhs_ready.
- STA lists the endpoint of the worst register-to-register path as ip.u_divwrapper.u_divider.divisor_tmp[30][1]$_DFFE_PN_.

Drt:
- In the routed design, unresolved DRC markers number 0.
- The run puts the via total after detailed routing at 92000.
- The run gives the via density per instance as 4.988.
- The run gives the number of nets still failing antenna checks after routing as 0.
- The run gives the per-cell routed wire length as 15.55 µm.
- Per the detailed-route log, wirelength across all metal layers totals around 290000 µm.
- Before antenna repair, the detailed router went through 6 iterations.
- Once iteration 0 of detailed routing completed, the report listed 5424 DRC markers.

Place:
- The run gives the setup slack after placement as 252640 ps.
- The run puts the weighted congestion at the end of routability-driven global placement at 0.9332.
- The run puts the number of port buffers at roughly 100.
- Once placement completed, the tool counted placed cells totaling 17810.
- The run puts the half-perimeter wire length after detailed placement at approximately 210000 µm.
- The run puts the placement-stage cell area at 0.1645 mm².

Logic synthesis:
- The run puts the adder and majority cell fraction of the synthesized area at 0.08322.
- The run puts the summed standard-cell area reported by yosys at roughly 0.16 mm².
- The run gives the complex-gate fraction of the synthesized area as 0.1276.
- The run puts the cell count after synthesis at 12690.
- The run puts the share of synthesized cell area in and, or, nand and nor gates at 0.07880.
- Counting the warning lines in the Yosys log gives 9.
- The run puts the area of the mapped netlist at about 0.16 mm².
- The biggest area contributor in the post-synthesis netlist is edfxtp_1.
- The run puts the post-synthesis area per instance at 12.37 µm².
- By count the netlist is led by 3170 x edfxtp_1, 1176 x inv_1, 1050 x nand2_1.
- The synthesis stats list as the most numerous cell edfxtp_1.
- Grouping non-sequential cells by family puts the most area in AND-OR/OR-AND gates.
- The area fraction of the largest cell type after synthesis is 0.6065.
- In the synthesized netlist the dominant register cell turns out to be edfxtp_1.
- For this run, asynchronously set or reset flops after synthesis account for 0.
- The run gives the part of the Yosys area used for sequential elements as 0.6109.
- The post-synth count of flops with an enable pin is 3170.
- The post-synth register bit count is 3205.
- Yosys reports the multiplexer fraction of the synthesized area as 0.01659.
- After synthesis, the cell types taking the most area are edfxtp_1 61%, ha_1 7.9%, a21oi_1 3.2%.
- The run gives the yosys stat cell total as 12690.
- The run puts the xor-xnor portion of the synthesized cell area at 0.04721.
- The run puts the distinct cell type count of the synthesized netlist at 89.

Final layout:
- The final report gives the standard cell area, fillers excluded, as 0.1757 mm².
- Compared with the post-synthesis result, the final layout area differs by 11.92%.
- The run gives the final instance count without filler cells as roughly 18000.
- The run gives the fraction of final layout cells with drive strength greater than 1 as 0.06969.

Clocking:
- The run gives the clock tree root driver cell as clkbuf_16.
- The run puts the number of buffers inserted by post-CTS setup repair at 0.
- Clock tree synthesis inserted a total of 345 buffers.
- The run puts the post-cts resize count at 0.
- In this run, post-CTS hold repair placed 0 buffers.
- TritonCTS built the clock tree.
- The run gives the maximum buffer depth of the clock tree as 4.
- Looking at the worst setup and hold paths, the clock pins of their registers show a slew of 60 ps.
- The run puts the clock insertion delay at the later pin of the skew report at 950 ps.
- The number of clock sinks came to 3205.
- The run puts the H-tree level count at 5.

Run status:
- The run finished with clean final reports.

STA:
- The run puts the clock period minus final worst setup slack at 171720 ps.
- The final timing report counts setup violations totalling 0.
- The run puts the tightest slew margin relative to the limit at 0.4625.
- For reference, the final report shows the hold violation count at 0.
- Looking at the max-slew report, the worst-margin pin has a slew of 798.9 ps.
- The run gives the clock skew after layout as 52.99 ps.
- Derived from the worst setup path, the maximum achievable clock frequency is 5.824 MHz.
- The run gives the max-slew violation count as 0.
- The run puts the final clock period utilization by the worst path at 0.4046.
- Setup repair after global routing left no endpoint under its margin.
- The run puts the worst-case setup margin in the final layout at 252680 ps.
- Summed over all failing endpoints, the final setup total negative slack is 0 ps.

Job:
- The run puts the max-capacitance violation count at 0.
- The stage logs contain a warning count of ~44.

Min path:
- The most critical min-delay path falls under flop to flop.

Power:
- The run puts the sum of internal, switching and leakage power at 1.362 mW.
- The script computed a power per unit cell area of between 7 and 8 mW/mm².
- The worst-case IR drop observed on VDD is 0.003772 mV.
- Summed over all cells, the static leakage comes to 71.51 nW.
## metrics by stage
stage / util / hold slack (ps)
2_1_floorplan: - / 400.3
3_3_place_gp: 0.4220 / 400.1
3_5_place_dp: 0.4220 / 404.5
4_1_cts: 0.4508 / 374.6
5_1_grt: 0.4508 / 389.7
6_report: 0.4508 / 385.9
## kinds of logic after synthesis
logic type                 after synthesis
buffers and inverters                 1463
xor gates and xnor gates               846
adders and majority gates             1026
other                                    1
muxes                                  233
DFF                                   3205
and+or+nand+nor                       2659
AOI/OAI and AO/OA                     3257
## cell type report
class                   instances  area, µm²
fillers                     34420     214000
flip-flops and latches       3205      95890
multi-input cells            8036      55800
clock buffers                 422       9155
well taps                    5197       6502
inverters                    1179       4433
clock inverters               207       2066
repair buffers                196       1829
diodes                          1      2.502
## layout by cell type (no fill, tap or decap), drive strengths merged, types with 28 or more instances in the layout
| cell type | count |
|---|---|
| bufinv | 31 |
| mux2 | 208 |
| ha | 996 |
| nand2 | 1050 |
| xor2 | 355 |
| clkinv | 144 |
| and3 | 85 |
| a211o | 28 |
| nand4 | 91 |
| o211ai | 39 |
| nor3 | 123 |
| nand3 | 155 |
| o21a | 145 |
| a21oi | 994 |
| edfxtp | 3170 |
| xnor2 | 491 |
| clkbuf | 422 |
| buf | 93 |
| o31a | 35 |
| a21o | 426 |
| a211oi | 70 |
| or3 | 48 |
| nor2b | 151 |
| a31oi | 93 |
| nand2b | 179 |
| o21ai | 952 |
| a221oi | 29 |
| or2 | 33 |
| inv | 1188 |
| and2 | 47 |
| fa | 30 |
| clkdlybuf4s50 | 103 |
| o21bai | 79 |
| dfxtp | 35 |
| nor2 | 585 |
| o31ai | 114 |
## registers in the layout, indices dropped and copies added, names as in the netlist
signal / flops
buff.regs: 34
ip.u_divwrapper.u_divider.sign_tmp: 33
oehb_inst.outputValid: 1
ip.u_divwrapper.u_divider.dividend_tmp: 1056
ip.u_divwrapper.divisor0: 32
ip.u_divwrapper.u_divider.remd_tmp: 961
ip.u_divwrapper.u_divider.divisor_tmp: 1024
ip.u_divwrapper.dividend0: 32
ip.u_divwrapper.quot: 32
## power by group
group          leakage, nW  internal, mW  switching, mW  total, mW
clock                 5.44         0.173          0.121      0.294
sequential            34.0         0.479         0.0478      0.527
combinational         32.1         0.238          0.302      0.541
## worst min-delay path by stage
stage | to | cells past startpoint | slack [ps] | from
final | ip.u_divwrapper.u_divider.dividend_tmp[25][30]$_DFFE_PN_ | 0 | 390 | ip.u_divwrapper.u_divider.dividend_tmp[24][29]$_DFFE_PN_
after global routing | ip.u_divwrapper.u_divider.dividend_tmp[25][29]$_DFFE_PN_ | 0 | 390 | ip.u_divwrapper.u_divider.dividend_tmp[24][28]$_DFFE_PN_
after CTS | ip.u_divwrapper.u_divider.dividend_tmp[25][30]$_DFFE_PN_ | 0 | 370 | ip.u_divwrapper.u_divider.dividend_tmp[24][29]$_DFFE_PN_
## worst register-to-register path, cell delays in order (launching register included)
cell	delay, ps
dfxtp_1	300
nor2b_2	140
buf_4	250
inv_8	520
buf_4	730
buf_4	680
buf_4	680
buf_4	680
buf_4	710
buf_4	700
buf_4	650
## layer usage
layer  part of all wire  vias to the layer above  wire length, µm  global-route usage
li1                   -                    47270                -                   -
met1               0.44                    42550           126400              0.2294
met2               0.47                     1655           134200              0.2425
met3              0.055                      523            15860             0.03680
met4              0.035                        2            10090             0.04485
met5            0.00039                        -              111            0.001932
Power figures rest on the tool's default switching activity, not on a simulated workload.
