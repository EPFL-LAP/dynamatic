`design.v`:
```
module sitofp #(
    parameter DATA_TYPE = 32
)(
    input  wire                    clk,
    input  wire                    rst,
    input  wire [DATA_TYPE-1:0]    ins,
    input  wire                    ins_valid,
    input  wire                    outs_ready,
    output wire [DATA_TYPE-1:0]    outs,
    output wire                    outs_valid,
    output wire                    ins_ready
);
    initial begin
        if (DATA_TYPE != 32)
            $fatal("sitofp only supports 32-bit floating point outputs.");
    end
    wire        sign;
    wire [31:0] abs_val;
    assign sign    = ins[31];
    assign abs_val = sign ? (~ins + 1'b1) : ins;
    integer i;
    reg [5:0] lzc;
    always @(*) begin
        lzc = 0;
        for (i = 31; i >= 0; i = i - 1)
            if (abs_val[i] == 1'b1) begin
                lzc = 31 - i;
                i = -1;
            end
    end
    wire [31:0] shifted = abs_val << lzc;
    wire [7:0] exp = (abs_val == 0) ? 8'b0 :
                     (31 - lzc) + 8'd127;
    wire [22:0] frac = shifted[30:8];
    wire [31:0] converted;
    assign converted = (abs_val == 0) ?
                       32'b0 :
                       {sign, exp, frac};
    reg [31:0] q0, q1, q2, q3, q4;
    wire       oehb_ready;
    wire       buff_valid;
    always @(posedge clk) begin
        if (rst) begin
            q0 <= 32'b0;
            q1 <= 32'b0;
            q2 <= 32'b0;
            q3 <= 32'b0;
            q4 <= 32'b0;
        end else if (oehb_ready) begin
            q0 <= converted;
            q1 <= q0;
            q2 <= q1;
            q3 <= q2;
            q4 <= q3;
        end
    end
    assign outs = q4;
    delay_buffer #(
        .SIZE(4)
    ) delay_buffer_inst (
        .clk       (clk),
        .rst       (rst),
        .valid_in  (ins_valid),
        .ready_in  (oehb_ready),
        .valid_out (buff_valid)
    );
    wire [31:0] oehb_dataOut;
    wire [31:0] oehb_dataIn = q4;
    oehb #(
        .DATA_TYPE(DATA_TYPE)
    ) oehb_inst (
        .clk        (clk),
        .rst        (rst),
        .ins_valid  (buff_valid),
        .outs_ready (outs_ready),
        .outs_valid (outs_valid),
        .ins_ready  (oehb_ready),
        .ins        (oehb_dataIn),
        .outs       (oehb_dataOut)
    );
    assign ins_ready = oehb_ready;
endmodule
`timescale 1ns/1ps
module oehb_dataless (
  input  clk,
  input  rst,
  input  ins_valid,
  output ins_ready,
  output outs_valid,
  input  outs_ready
);
  reg outputValid = 0;
  always @(posedge clk) begin
    if (rst) begin
      outputValid <= 0;
    end else begin
      outputValid <= ins_valid | (~outs_ready & outputValid);
    end
  end
  assign ins_ready = ~outputValid | outs_ready;
  assign outs_valid = outputValid;
endmodule
`timescale 1ns/1ps
module oehb #(
  parameter DATA_TYPE = 32
) (
  input  clk,
  input  rst,
  input  [DATA_TYPE - 1 : 0] ins,
  input  ins_valid,
  output ins_ready,
  output [DATA_TYPE - 1 : 0] outs,
  output outs_valid,
  input  outs_ready
);
  wire regEn, inputReady;
  reg [DATA_TYPE - 1 : 0] dataReg = 0;
  oehb_dataless control (
    .clk        (clk       ),
    .rst        (rst       ),
    .ins_valid  (ins_valid ),
    .ins_ready  (inputReady),
    .outs_valid (outs_valid),
    .outs_ready (outs_ready)
  );
  always @(posedge clk) begin
    if (rst) begin
      dataReg <= {DATA_TYPE{1'b0}};
    end else if (regEn) begin
      dataReg <= ins;
    end
  end
  assign ins_ready = inputReady;
  assign regEn = inputReady & ins_valid;
  assign outs = dataReg;
endmodule
`timescale 1ns/1ps
module delay_buffer #(
  parameter SIZE = 32
) (
  input  clk,
  input  rst,
  input  valid_in,
  input  ready_in,
  output valid_out
);
  integer i;
  reg [SIZE - 1 : 0] regs = 0;
  always @(posedge clk) begin
    if (rst)
      regs[0] <= 0;
    else if (ready_in)
      regs[0] <= valid_in;
  end
  always @(posedge clk) begin
    if (rst) begin
      for (i = 1; i < SIZE; i = i + 1) begin
        regs[i] <= 0;
      end
    end else if (ready_in) begin
      for (i = 1; i < SIZE; i = i + 1) begin
        regs[i] <= regs[i - 1];
      end
    end
  end
  assign valid_out = regs[SIZE - 1];
endmodule
```
`run.sh`:
```
#!/bin/bash
# OpenROAD 26Q1-2900-gdf79404cd8, Yosys 0.63+post, stock flow scripts
make -C /OpenROAD-flow-scripts/flow DESIGN_CONFIG=/design/flow/config.mk WORK_HOME=/design/flow/orfs finish
```
`config.mk`:
```
export PLATFORM = sky130hd
export DESIGN_NAME = sitofp
export DESIGN_NICKNAME = sitofp
export VERILOG_FILES = /design/flow/design.v
export SDC_FILE = /design/flow/constraint.sdc
export NUM_CORES = 4
export LEC_CHECK = 1
export CORE_UTILIZATION = 30
```
`constraint.sdc`:
```
current_design sitofp

set clk_period 32.4
set clk_io_pct 0.2

create_clock -name clk0 -period $clk_period [get_ports {clk}]

set non_clock_inputs [all_inputs -no_clocks]
set_input_delay [expr $clk_period * $clk_io_pct] -clock clk0 $non_clock_inputs
set_output_delay [expr $clk_period * $clk_io_pct] -clock clk0 [all_outputs]
```
==> notes.md <==
### Run status
• **outcome** completed

### Logic synthesis
• **top cell type's share of synthesized area** 45.3%
• **largest cells by area after synthesis** dfxtp_1, nand2_1, a21oi_1
• **register area share after synthesis** 45.3%
• **most frequent cell after synthesis** nand2_1
• **summed instance area of the synthesized netlist** 7300 um^2
• **prevailing post-synth register cell** dfxtp_1
• **post-synth area from yosys stat** 7300 um^2
• **cell count listed in synth_stat.txt** 971
• **count of synthesis-stage warnings from yosys** 4
• **most common library cells after synthesis** nand2_1, dfxtp_1, a21oi_1
• **count of flip-flops with a built-in enable after synthesis** 0
• **async set or reset register ratio after synthesis** 0%
• **Mapped Cells** 971
• **Synth Register Bits** 165
• **post-synthesis cell type count** 66
• **dominant cell type by area after synthesis** dfxtp_1
• **synthesized area divided by synthesized cell count** 7.52 um^2

### Floorplanning
• **chip height** 158 um
• **Chip Footprint** 25000 um^2
• **top-level I/O count** 70
• **width of the die** 158 um
• **standard cell core area** 23700 um^2
• **Init Core Util** 30.8%
• **Cell Rows** 56

### Route
• **Antenna diodes** 0
• **router iterations before antenna repair** 5
• **routed wirelength normalized by instance count** 11.9 um
• **Via density** 4.83
• **tally of nets with antenna violations remaining after routing** 0
• **routed vias** 6371
• **DRC marker count from the first detailed-route iteration** 450
• **DRC viols** 0
• **total length of routed wires** 15600 um

### Cells and area
• **Final Non-Filler Cells** 1318
• **number of fill cells** 2520
• **area growth from synthesis to final layout** 18.8%
• **share of layout cells above drive strength 1** 5.41%
• **area of all sequential standard cells** 3300 um^2
• **area used by multi-input combinational logic** 3640 um^2

### Clocking
• **worst-case clock buffer depth** 2
• **CTS H-Tree Depth** 4
• **CTS root buf** clkbuf_16
• **# clock sinks** 165
• **hold_buf cts** 0
• **post-cts gate resize count** 0
• **post-CTS setup buffer count** 0
• **Clk pin slew, worst setup/hold paths** 60 ps
• **TritonCTS clock tree** yes
• **CTS buffer count** 17
• **clock latency on the worst-skew pair** 400 ps

### Final timing
• **upper clock frequency limit** 66.9 MHz
• **Final Hold Violating Endpoints** 0
• **sum of negative setup slack** 0 ps
• **setup clock skew after layout** 6.14 ps
• **Max-slew headroom** 42.3%
• **unrepaired setup endpoints after global routing** false
• **period utilization** 46.1%
• **Slew Viols, Final** 0
• **final setup violating endpoints** 0
• **transition time of the tightest slew-check pin** 859 ps
• **min cycle time layout** 14950 ps

### Setup path
• **CP Data Required Time** 25920 ps
• **delay of the slowest cell on the worst path** 560 ps
• **Max stage delay cell, worst path** nor2b_4
• **Worst R2R Start** oehb_inst.control.outputValid
• **Crit path top cell by count** clkdlybuf4s50_1
• **Critical Path AT** 8470 ps
• **capturing point of the worst reg2reg path** q4[5]
• **Crit path buffers/inverters** 3
• **kind of launch point of the worst setup path** input port
• **length in cells of the worst reg-to-reg path** 5
• **crit-path leading delay family** buffers and inverters
• **worst-case register-to-register setup slack** 29920 ps
• **critical path class** input port to output port
• **sequence of cells on the critical path** clkdlybuf4s50_1, nor2b_4, inv_4, clkdlybuf4s50_1
• **type of element capturing the critical path** output port
• **Crit Path Max Fanout** 62

### GRT
• **global-route wire length before repair** 26500 um
• **pin count of the biggest net entering global routing** 75
• **total congestion overflow** 0
• **via count of the first global-routing pass** 5439
• **number of antenna violations at the first check in global routing** 0
• **overall routing resource usage** 12.9%

### Flow run
• **max-capacitance violation count** 0
• **total tool warning count** 25

### Pwr
• **maximum ir drop on the vdd rail** 0.0282 mV
• **leakage dissipation** 2.86 nW
• **Power Density** 48.7 nW/um^2

### Placed design
• **Placed Cells** 1287
• **routability-driven placement congestion ratio** 0.889
• **count of input and output buffers** 69
• **half-perimeter wire length of the detailed placement result** 9640 um

### Min path
• **hold worst-path end** q1[9]
• **hold path depth** 2
• **classification of the worst-slack hold path** flip-flop to flip-flop
• **start point of the worst min-delay path** q0[9]

-- worst min-delay path: stages, from the launching register on --
cell and delay [ps]:
dfxtp_1 300, nand2_1 50, a21oi_1 50
-- flip-flops by register name (all words and copies together) (netlist names) --
register                       cells
delay_buffer_inst.regs             4
q1                                32
q4                                32
q3                                32
oehb_inst.control.outputValid      1
q2                                32
q0                                32
-- routing by layer --
metal	vias up	part of all wire (%)	track usage [%]	wire [um]
li1	3343	-	-	-
met1	2878	52	20.9	8080
met2	142	43	19.0	6760
met3	8	4.4	1.90	693
met4	0	0.73	1.47	114
met5	-	0	0	0
-- cell usage in the layout (no fill, tap or decap), types with 3 or more instances in the layout --
master,count
nand2_1,302
dfxtp_1,165
a21oi_1,153
clkdlybuf4s50_1,67
nor2_1,42
o21ai_0,26
and2_1,23
clkbuf_16,17
nor3_1,16
nand3_1,14
xor2_1,11
buf_4,10
a22oi_1,9
a31oi_1,9
inv_1,8
nor4_1,8
or4_1,6
o31ai_1,6
nand4_1,6
clkinv_2,6
nand2b_1,4
o41ai_1,4
xnor2_1,4
a32oi_1,4
a211o_1,4
o211ai_1,3
nor3b_1,3
or3_1,3
nor2b_1,3
a311oi_1,3
clkinvlp_4,3
-- worst max-delay path by stage --
stage          start         to  slack [ps]  cells after the start
6_report  outs_ready  ins_ready       17450                      4
5_1_grt   outs_ready  ins_ready       17330                      4
4_1_cts   outs_ready  ins_ready       17410                      4
-- metrics by stage --
| step | total power, mW | cell area (um^2) | hold WS [ps] | setup WS [ps] | utilization, % |
|---|---|---|---|---|---|
| 6_report | 0.422 | 8670 | 447 | 17450 | 36.6 |
| 5_1_grt | 0.440 | 8670 | 458 | 17330 | 36.6 |
| 4_1_cts | 0.427 | 8670 | 448 | 17410 | 36.6 |
| 3_5_place_dp | 0.243 | 8130 | 442 | 17410 | 34.3 |
| 3_3_place_gp | 0.243 | 8130 | 436 | 17390 | 34.3 |
| 2_1_floorplan | 0.233 | 7300 | 417 | 18830 | - |
-- report_power, final --
group	leakage (nW)	total, mW	switching, mW	internal (mW)
Combinational	1.26	0.0318	0.0192	0.0126
Clock	0.264	0.183	0.0746	0.108
Sequential	1.33	0.207	0.00140	0.206
Total	2.86	0.422	0.0952	0.327
-- kinds of logic after synthesis --
| group | after synthesis | share of synthesized area [%] |
|---|---|---|
| AND/OR/NAND/NOR | 449 | 26.9 |
| multiplexers | 2 | 0.291 |
| XOR/XNOR | 15 | 1.80 |
| flip-flops | 165 | 45.3 |
| AND-OR/OR-AND | 248 | 20.4 |
| adder cells (fa/ha/maj) | 2 | 0.343 |
| buffers and inverters | 90 | 4.97 |
-- cell type report --
cell class	count	share of cell area, %
Multi-Input combinational cell	716	42.0
Tap cell	319	4.60
Clock buffer	21	5.31
Timing Repair Buffer	78	8.66
Clock inverter	10	0.952
Inverter	9	0.418
Sequential cell	165	38.1
Power and IR drop assume default switching activity.
